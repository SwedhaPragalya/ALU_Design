### flow/run.sh
#!/bin/bash
# OpenROAD 26Q1-2900-gdf79404cd8, Yosys 0.63+post, stock flow scripts
make -C /OpenROAD-flow-scripts/flow DESIGN_CONFIG=/design/flow/config.mk WORK_HOME=/design/flow/orfs finish
### flow/config.mk
export PLATFORM = sky130hd
export DESIGN_NAME = alu
export DESIGN_NICKNAME = alu
export VERILOG_FILES = /design/flow/design.v
export SDC_FILE = /design/flow/constraint.sdc
export NUM_CORES = 4
export LEC_CHECK = 1
export CORE_UTILIZATION = 40
### flow/constraint.sdc
current_design alu

set clk_period 1.0
set clk_io_pct 0.2

create_clock -name clk0 -period $clk_period [get_ports {CLK}]

set non_clock_inputs [all_inputs -no_clocks]
set_input_delay [expr $clk_period * $clk_io_pct] -clock clk0 $non_clock_inputs
set_output_delay [expr $clk_period * $clk_io_pct] -clock clk0 [all_outputs]
### flow/design.v
module alu(OPA, OPB, CIN,INP_VALID, CLK, RST, CMD, CE, MODE, COUT, OFLOW, RES, G, E, L, ERR);
    input ['d8-1:0] OPA, OPB;
    input CLK, RST, CE, MODE, CIN;
    input [1:0] INP_VALID;
    input ['d4-1:0] CMD;
    output reg ['d16-1:0] RES = {'d16{1'b0}};
    output reg COUT = 1'b0;
    output reg OFLOW = 1'b0;
    output reg G = 1'b0;
    output reg E = 1'b0;
    output reg L = 1'b0;
    output reg ERR = 1'b0;
    reg ['d16-1:0] RES_next;
    reg COUT_next, OFLOW_next, G_next, E_next, L_next, ERR_next;
    always @(posedge CLK or posedge RST) begin
        if (RST) begin
            RES <= {'d16{1'b0}};
            COUT <= 1'b0;
            OFLOW <= 1'b0;
            G <= 1'b0;
            E <= 1'b0;
            L <= 1'b0;
            ERR <= 1'b0;
        end
        else begin
                RES <= RES_next;
                COUT <= COUT_next;
                OFLOW <= OFLOW_next;
                G <= G_next;
                E <= E_next;
                L <= L_next;
                ERR <= ERR_next;
        end
    end
    always @(posedge CLK) begin
        RES_next = {'d16{1'b0}};
        COUT_next = 1'b0;
        OFLOW_next = 1'b0;
        G_next = 1'b0;
        E_next = 1'b0;
        L_next = 1'b0;
        ERR_next = 1'b0;
        if (CE) begin
            if (MODE) begin
                case (CMD)
                   'd0: begin
                        if (INP_VALID == 'b11) begin
                            RES_next = OPA+ OPB;
                            COUT_next = RES_next[8]; 
                        end
                   end
                   'd1: begin
                        if (INP_VALID == 'b11) begin
                            OFLOW_next = (OPA < OPB);
                            RES_next = OPA - OPB;
                        end
                   end
                   'd2: begin
                        if (INP_VALID == 'b11) begin
                            RES_next = OPA + OPB + CIN;
                            COUT_next = RES_next[8];
                        end
                   end
                   'd3: begin
                        if (INP_VALID == 'b11) begin
                            OFLOW_next = (OPA < (OPB + CIN));
                            RES_next = OPA - OPB - CIN;
                        end
                   end
                   'd4:  begin
                        if (INP_VALID[0] == 'b1) begin
                            RES_next = OPA + 1;
                        end
                   end
                   'd5: begin
                        if (INP_VALID[0] == 'b1) begin
                            RES_next = OPA - 1;
                            if (OPA == {'d8{1'b0}}) OFLOW_next = 1;
                        end
                   end
                   'd6: begin
                        if (INP_VALID[1] == 'b1) begin
                            RES_next = OPB + 1;
                        end
                   end
                   'd7: begin
                        if (INP_VALID[1] == 'b1) begin
                            RES_next = OPB - 1;
                            if (OPB == {'d8{1'b0}}) OFLOW_next = 1;
                        end
                   end
                   'd8: begin
                        if (INP_VALID == 'b11) begin
                            if (OPA == OPB) begin
                                E_next = 1'b1;
                                G_next = 1'b0;
                                L_next = 1'b0;
                            end
                            else if (OPA > OPB) begin
                                E_next = 1'b0;
                                G_next = 1'b1;
                                L_next = 1'b0;
                            end
                            else begin
                                E_next = 1'b0;
                                G_next = 1'b0;
                                L_next = 1'b1;
                            end
                        end
                   end
                   'd9: begin
                        if (INP_VALID == 'b11) begin
                            RES_next = (OPA + 1) * (OPB + 1);
                        end
                   end
                   'd10: begin
                        if (INP_VALID == 'b11) begin
                            RES_next = (OPA << 1) * (OPB);
                        end
                   end
                   'd11: begin
                        if (INP_VALID == 'b11) begin
                            RES_next = $signed(OPA) + $signed(OPB);
                            OFLOW_next =((OPA[7] == OPB[7]) && (RES_next[7] != OPA[7]));
                            COUT_next = RES_next[8];
                            if ($signed(RES_next) < 0) L_next = 1'b1;
                            else if ($signed(RES_next) > 0) G_next = 1'b1;
                            else E_next = 1'b1;
                        end
                   end
                   'd12: begin
                        if (INP_VALID == 'b11) begin
                            RES_next = $signed(OPA) - $signed(OPB);
                            OFLOW_next = ((OPA[7] != OPB[7]) && (RES_next[7] != OPA[7]));
                            COUT_next = RES_next[8];
                            if ($signed(RES_next) < 0) L_next = 1'b1;
                            else if ($signed(RES_next) > 0) G_next = 1'b1;
                            else E_next = 1'b1;
                        end
                   end
                   default:;
               endcase
            end
            else begin
                case (CMD)
                    'd0:begin
                        if (INP_VALID == 'b11) RES_next = {1'b0, OPA & OPB};
                    end
                    'd1:begin
                        if (INP_VALID == 'b11) RES_next = {1'b0, ~(OPA & OPB)};
                    end
                    'd2:begin
                        if (INP_VALID == 'b11)RES_next = {1'b0, OPA | OPB};
                    end
                    'd3:begin
                        if (INP_VALID == 'b11)RES_next = {1'b0, ~(OPA | OPB)};
                    end
                    'd4:begin
                        if (INP_VALID == 'b11) RES_next = {1'b0, OPA ^ OPB};
                    end
                    'd5:begin
                        if (INP_VALID == 'b11) RES_next = {1'b0, ~(OPA ^ OPB)};
                    end
                    'd6:begin
                        if (INP_VALID[0] == 'b1)
                            RES_next = ~OPA &{'d8 {1'b1}};
                    end
                    'd7:begin
                        if (INP_VALID[1] == 'b1)
                            RES_next =  ~OPB&{'d8{1'b1}};
                    end
                    'd8:begin
                        if (INP_VALID[0] == 'b1)
                            RES_next = (OPA >> 1) &{'d8{1'b1}} ;
                    end
                    'd9:begin
                        if (INP_VALID[0] == 'b1)
                            RES_next = (OPA << 1)&{'d8{1'b1}};
                    end
                    'd10:begin
                        if (INP_VALID[1] == 'b1)
                            RES_next = (OPB >> 1)&{'d8{1'b1}};
                    end
                    'd11:begin
                        if (INP_VALID[1] == 'b1)
                            RES_next = (OPB << 1)&{'d8{1'b1}};
                    end
                    'd12:begin
                        if (INP_VALID == 'b11) begin
                            if (!(|OPB['d8-1:'d2+1])) begin
                                RES_next = ((OPA <<  OPB['d2:0]) | (OPA >> ('d8 -  OPB['d2:0])))&{'d8{1'b1}};
                            end
                            else ERR_next = 1'b1;
                        end
                    end
                    'd13:begin
                        if (INP_VALID == 'b11) begin
                            if (!(|OPB['d8-1:'d2+1])) begin
                                RES_next = ((OPA >> OPB['d2:0]) | (OPA << ('d8 - OPB['d2:0]))) &{'d8{1'b1}};
                            end
                            else ERR_next = 1'b1;
                        end
                    end
                    default: ;
                endcase
            end
            if(!(MODE == 1 && (CMD == 'd10 || CMD == 'd9 || CMD == 'd12 || CMD == 'd11)))
                RES_next = RES_next & {'d8{1'b1}};
        end
    end
endmodule
==> deck_impl_summary.md <==
Flow Results at a Glance

GRT
  • Total routing usage reported by global routing: 0.332
  • Number of global-route vias before repair: approximately 11k
  • Number of antenna violations at the first check in global routing: 1
  • Maximum number of pins on one net before global-route repair: 26
  • First-pass GRT wire length: 63.3 mm
  • Overflow left after global routing: 0

Power
  • Ratio of total power to cell area: between 1000 and 1500 mW/mm²
  • Leakage power of the design: around 0.0075 µW
  • Max rail drop VDD: around 1800 µV
  • Tot Pwr: roughly 22,000 µW

STA
  • Maximum operating frequency: roughly 210 MHz
  • Relative slew margins: 0.629
  • Max Transition Viols Final: 0
  • Count of final hold-check violations: 0
  • Slew at the pin with the worst max-slew slack: about 0.55 ns
  • Worst clock skew on the final layout: around 0.00044 ns
  • Minimum clock period after layout: between 4 and 5 ns
  • Post-layout worst setup margin: -3.74 ns
  • RSZ-0062 raised after global routing: true
  • Setup violations, final: 22
  • Final period utilization: 4.74

Floorplanning
  • Number of rows created at floorplan: 58
  • Number of top-level pins: 49
  • Floorplan Core Area: between 0.02 and 0.03 mm²
  • Horizontal extent of the die: around 160 µm
  • Overall chip area: 0.0262 mm²
  • Core utilization at floorplan: 0.407
  • Vert. Die Dim: around 160 µm

Critical path
  • Crit Reg-Reg Startpoint: RES_next[14]$_SDFF_PN0_
  • Data required time of the worst path: about 1.2 ns
  • R2r endpoint: RES[14]$_DFF_PP0_
  • Cell-by-cell listing of the critical path: buf_6 > buf_8 > nand3_4 > or3_4 > and2_4 > or2_4 > fa_1 > inv_2 > fa_1 > inv_2 > fa_2 > fa_1 > inv_2 > ha_4 > a211o_1 > a2111oi_2 > or3_4 > o21ai_2 > xor2_1 > a22oi_1 > a21oi_1
  • Category of the worst setup path capture point: flip-flop
  • Slowest-stage cell, CP: sky130_fd_sc_hd__fa_2
  • Data arrival time of the worst path: between 4 and 5 ns
  • CP startpoint kind: input port
  • Crit Path Max Fanout: 4
  • Worst Reg2Reg Path Length in Cells: 0
  • Critical Setup Path Class: in -> reg
  • Reg2Reg Setup Slack: between 0.5 and 0.6 ns
  • Delay of the slowest critical-path stage: approximately 0.53 ns

Layout
  • Final cell area excluding filler cells: between 0.015 and 0.02 mm²
  • Number of cells in the finished layout apart from fillers: roughly 2k
  • Most numerous logic cells after layout: sky130_fd_sc_hd__buf_4, sky130_fd_sc_hd__nor2_1, sky130_fd_sc_hd__inv_1, sky130_fd_sc_hd__nand2_1, sky130_fd_sc_hd__fa_1
  • Layout overhead on the synthesized area: 56.5%
  • Number of inserted filler cells in the final layout: 2,031
  • Area taken by flip-flops and latches: approximately 990 µm²
  • Ratio of cells with drive above 1 in the final layout: 0.413
  • Most common logic cell in the routed design: sky130_fd_sc_hd__buf_4
  • Logic area: about 0.0095 mm²

Yosys
  • Yosys cell count: 1,281
  • Synthesized area divided by synthesized cell count: 7.97 µm²
  • Commonest register cell after synthesis: sky130_fd_sc_hd__dfxtp_1
  • Number of synthesized register bits: between 40 and 50
  • Number of synthesized flops with an enable pin: 0
  • Synthesis area per yosys: between 0.01 and 0.015 mm²
  • Number of library cell types mapped by synthesis: 94
  • Instance count of the mapped netlist: roughly 1.3k
  • Synth async-reset ratio: 0.500
  • Yosys warning count: 1
  • Fraction of the yosys area taken by sequential cells: 0.0970
  • Cell area after technology mapping: just over 0.01 mm²

Placed design
  • Placer Congestion: ~1.1
  • Pre-CTS setup slack: -4.59 ns
  • Count of placed standard cells including taps: between 1.5k and 2k
  • Post-Place Cell Area: around 0.014 mm²
  • Number of buffers inserted by port buffering: ~48
  • Post-detail-place hpwl: approximately 33 mm

Route
  • Antenna-violating nets left: 0
  • Mean routed wirelength per cell: just over 20 µm
  • Via-per-instance ratio: 5.63
  • Routed WL: about 42 mm
  • Count of TritonRoute iterations in the first routing pass: 5
  • Remaining DRCs: 0
  • Number of DRC violations after detailed-routing iteration 0: roughly 800
  • Routed via count: 11.5k

CTS
  • Clock tree root driver cell: sky130_fd_sc_hd__clkbuf_16
  • Clock latency at the later pin of the worst-skew pair: ~0.28 ns
  • Number of buffers created by CTS: 5
  • H-tree depth: 2
  • Num Clock Sinks: ~44
  • Max Buffers Root-to-Sink: 2
  • Clock slew at the register clock pins of the worst setup and hold paths: around 0.06 ns
  • Clock tree from TritonCTS: yes
  • Number of hold-repair buffers added at the cts stage: 0

Hold path
  • Tightest Hold Check Type: in -> async

Status
  • Violated checks: setup timing
  • Outcome: finished with violations

Job
  • Log Warnings: 48
  • Max-Cap Viols: 0
-- synth_stat cells, types with 8 or more instances --
| cell type | n | area [µm²] |
|---|---|---|
| sky130_fd_sc_hd__a211oi_1 | 8 | 60.1 |
| sky130_fd_sc_hd__a21o_1 | 9 | 67.6 |
| sky130_fd_sc_hd__a21oi_1 | 61 | 305 |
| sky130_fd_sc_hd__a221oi_1 | 10 | 87.6 |
| sky130_fd_sc_hd__a22oi_1 | 14 | 105 |
| sky130_fd_sc_hd__a31oi_1 | 13 | 81.3 |
| sky130_fd_sc_hd__buf_2 | 26 | 130 |
| sky130_fd_sc_hd__clkbuf_1 | 22 | 82.6 |
| sky130_fd_sc_hd__dfrtp_1 | 22 | 551 |
| sky130_fd_sc_hd__dfxtp_1 | 22 | 440 |
| sky130_fd_sc_hd__fa_1 | 86 | 1720 |
| sky130_fd_sc_hd__ha_1 | 108 | 1350 |
| sky130_fd_sc_hd__inv_1 | 150 | 563 |
| sky130_fd_sc_hd__mux2i_1 | 24 | 240 |
| sky130_fd_sc_hd__nand2_1 | 106 | 398 |
| sky130_fd_sc_hd__nand2b_1 | 15 | 93.8 |
| sky130_fd_sc_hd__nand3_1 | 35 | 175 |
| sky130_fd_sc_hd__nand4_1 | 9 | 56.3 |
| sky130_fd_sc_hd__nor2_1 | 143 | 537 |
| sky130_fd_sc_hd__nor2b_1 | 8 | 50.1 |
| sky130_fd_sc_hd__nor3_1 | 36 | 180 |
| sky130_fd_sc_hd__nor4_1 | 11 | 68.8 |
| sky130_fd_sc_hd__o21ai_0 | 29 | 145 |
| sky130_fd_sc_hd__o22ai_1 | 30 | 188 |
| sky130_fd_sc_hd__or2_2 | 14 | 87.6 |
| sky130_fd_sc_hd__xnor2_1 | 53 | 464 |
| sky130_fd_sc_hd__xor2_1 | 37 | 324 |
-- per-stage QoR --
stage          hold slack (ns)  setup TNS [ns]  utilization
5_1_grt                  0.277          -59.16        0.636
6_report                 0.245          -56.29        0.636
4_1_cts                  0.245          -56.37        0.621
3_5_place_dp             0.320          -77.18        0.558
2_1_floorplan            0.189          -53.43            -
3_3_place_gp             0.317          -76.97        0.558
-- logic make-up (layout without fill, tap and decap cells) --
logic type      Yosys count  in the layout  share of synthesized area
buf+inv                 222            647                     0.0894
simple gates            424            424                      0.196
fa+ha+maj               194            194                      0.301
xor+xnor                 99             99                     0.0915
mux                      31             31                     0.0357
compound gates          267            267                      0.189
flops                    44             44                     0.0970
other cells               0              1                          0
-- per-layer routing --
layer,global-route usage,share of wire,vias to the layer above
met4,0.116,0.045,2
met5,0,0.00022,-
met3,0.0888,0.11,121
li1,-,-,5298
met2,0.494,0.43,559
met1,0.475,0.41,5495
-- worst max-delay path, delay by kind of cell --
family / cells / cell delay (ns)
XOR/XNOR: 1 / 0.14
AND-OR/OR-AND: 5 / 0.99
adder cells (fa/ha/maj): 5 / 2.17
AND/OR/NAND/NOR: 5 / 1.03
buffers and inverters: 5 / 0.35
-- flip-flops by register name (all words and copies together), names as in the netlist --
signal	flops
E	1
RES	16
OFLOW	1
ERR	1
COUT_next	1
E_next	1
L_next	1
OFLOW_next	1
RES_next	16
L	1
G_next	1
ERR_next	1
G	1
COUT	1
-- cell type report --
| cell class | instances | area share |
|---|---|---|
| Multi-Input combinational cell | 1015 | 0.597 |
| Timing Repair Buffer | 481 | 0.263 |
| Sequential cell | 44 | 0.0620 |
| Inverter | 158 | 0.0410 |
| Tap cell | 330 | 0.0258 |
| Clock buffer | 7 | 0.00955 |
| Clock inverter | 1 | 0.00188 |
| Antenna cell | 1 | 0.000157 |
-- worst max-delay path by stage --
stage	to	from	depth (start not counted)
5_1_grt	RES_next[14]$_SDFF_PN0_	OPA[5]	21
4_1_cts	RES_next[14]$_SDFF_PN0_	OPA[4]	21
6_report	RES_next[14]$_SDFF_PN0_	OPA[2]	21
-- power by group --
group | switching, µW | total [µW] | internal, µW
Clock | 594 | 1910 | 1310
Sequential | 8.37 | 1810 | 1800
Combinational | 9270 | 18700 | 9430
-- repair_timing --
item	in CTS	in global routing
pin swaps	115	86
setup endpoints to repair	44	26
gates cloned	2	0
resized	361	60
buffers inserted	47	21
Power figures rest on the tool's default switching activity, not on a simulated workload.
